## design/flow/design.v

```verilog
`timescale 1ns / 1ps
module binary2bcd_double_dabble(binary_in, bcd_out, packed_bcd_out);
    input [7:0] binary_in;
    output reg [7:0] bcd_out;
    output reg [15:0] packed_bcd_out;
    reg [15:0] scratchpad;
    integer i;
    always @(*) begin
        scratchpad = {8'b0, binary_in};
        for(i=0; i<7; i=i+1)
        begin
            scratchpad = scratchpad << 1;
            if(scratchpad[11:8] > 4'd4)
                scratchpad[11:8] = scratchpad[11:8] + 3;
        end
        scratchpad = scratchpad << 1;
        bcd_out = scratchpad[15:8];
        packed_bcd_out = {4'b0, scratchpad[15:12], 4'b0, scratchpad[11:8]};
    end
endmodule
```

## design/flow/run.sh

```bash
#!/bin/bash
# OpenROAD 26Q1-2900-gdf79404cd8, Yosys 0.63+post, stock flow scripts
make -C /OpenROAD-flow-scripts/flow DESIGN_CONFIG=/design/flow/config.mk WORK_HOME=/design/flow/orfs finish
```

## design/flow/config.mk

```make
export PLATFORM = sky130hd
export DESIGN_NAME = binary2bcd_double_dabble
export DESIGN_NICKNAME = binary2bcd_double_dabble
export VERILOG_FILES = /design/flow/design.v
export SDC_FILE = /design/flow/constraint.sdc
export NUM_CORES = 4
export LEC_CHECK = 1
export CORE_AREA = 10 10 70 70
export DIE_AREA = 0 0 80 80
```

## design/flow/constraint.sdc

```tcl
current_design binary2bcd_double_dabble

set clk_period 7.5
set clk_io_pct 0.2

create_clock -name clk0 -period $clk_period

set non_clock_inputs [all_inputs -no_clocks]
set_input_delay [expr $clk_period * $clk_io_pct] -clock clk0 $non_clock_inputs
set_output_delay [expr $clk_period * $clk_io_pct] -clock clk0 [all_outputs]
```

==> impl_metrics.yaml <==
# yosys + openroad results
sta:
  slew_headroom: 0.452
  setup_ws_ns: 0.796
  fin_tns_setup_ns: 0
  hold_viol_final: 0
  tightest_slew_ns: 0.822
  fmax_mhz: 149
  holdWs_ns: 3.00
  period_minus_slack_ns: 6.70
  finalCritPeriodShare: 0.894
  rsz0062_at_grt: "no"
  maxSlewViolCount: 0
  final-setup-viol-count: 0
drt:
  vias_per_cell: 5.22
  wl_per_cell_um: 12.5
  drt-pass1-iter-count: 4
  via_count: 970
  drtAntennaViolNets: 0
  antennaDiodeCount: 0
  routed_wl_um: 2320
  drc_errors: 0
  drt_iter0_drc: 87
placement:
  portBuffers: 21
  dp_hpwl_um: 1810
  place_congestion: 0.791
  dpl_worst_slack_ns: 0.797
  dp.cells: 186
clocking:
  cts_hold_buf: 0
  cts_resized: 0
  cts_setup_buffers: 0
floorplanning:
  initCoreUtil: 0.285
  pin_count: 32
  rows: 21
  core-area_sq_um: 3420
  die-area_sq_um: 6400
  die_y_um: 80
  die_x_um: 80
cells_and_area:
  instances_no_fill: 186
  drive_above_1_share: 0.0786
  utilization: 0.312
  lay_top_count: "clkdlybuf4s50_1"
  area_growth_syn_to_layout_pct: 9.38
  flop_area_sq_um: 0
  lay_top_cells: "clkdlybuf4s50_1 (21), a21oi_1 (14), nor2_1 (8), conb_1 (8), nand2_1 (7)"
  nFillCells: 365
  clock_buffers: 0
  flop-count: 0
run_status:
  status: "finished, final reports clean"
worst_hold_path:
  hold_path.class: "in -> out"
yosys:
  yosysUniqueCellTypes: 51
  syn_avg_cell_area_sq_um: 6.95
  synthCells: 140
  yosysChipArea_sq_um: 973
  ys_warn_count: 1
  yosys_cells: 140
  yosysSeqAreaShare: 0
  synthesis.area_sq_um: 973
critical_path:
  setup.worst_path.start_class: "input port"
  critPathArrivalTime_ns: 5.20
  path_class: "in -> out"
  cp_max_fo: 12
  cp-end-kind: "output port"
  required_ns: 6.00
power_and_ir_drop:
  power_density_nw_per_um2: 95.3
  leakagePower_nw: 0.374
  ir_drop_v: 0.0000246
global_routing:
  grt_antenna_before_repair: 0
  grt_max_degree: 17
  grt_overflow_total: 0
  grt_pass1_vias: 851
  track_usage: 0.0668
  grt_pass1_wl_um: 3800
flow_run:
  maxCapViolCount: 0
  warnings: 35
[final timing paths]
check / start / endpoint / slack [ns] / cells past startpoint
worst max-delay path: binary_in[5] / packed_bcd_out[1] / 0.80 / 13
worst min-delay path: binary_in[0] / bcd_out[0] / 3.00 / 0
[report_power, final]
group | internal (W) | leakage, nW | switching [W]
clock network | 0 | 0 | 0
logic | 0.0000540 | 0.374 | 0.0000475
registers | 0 | 0 | 0
[through the flow]
| step | area (sq um) | total power (W) |
|---|---|---|
| 6_report | 1060 | 0.000101 |
| 5_1_grt | 1060 | 0.000113 |
| 4_1_cts | 1060 | 0.000103 |
| 3_5_place_dp | 1060 | 0.000103 |
| 3_3_place_gp | 1060 | 0.000102 |
| 2_1_floorplan | 1000 | 0.0000769 |
[synthesized netlist by cell type, types with 3 or more instances]
master	n	area share
nand3_1	3	0.015
a311oi_1	3	0.027
nor3_1	3	0.015
ha_1	4	0.051
buf_6	4	0.046
a21oi_1	14	0.072
o22ai_1	4	0.026
nand2_1	7	0.027
nor2_1	8	0.031
buf_2	3	0.015
o21ai_0	5	0.026
clkbuf_1	4	0.015
a211oi_1	5	0.039
nor2b_1	5	0.032
buf_4	18	0.14
inv_1	6	0.023
[metal layers]
| layer | part of all wire | routed length [um] | vias up | global-route usage |
|---|---|---|---|---|
| li1 | - | - | 492 | - |
| met1 | 0.47 | 1090 | 451 | 0.0905 |
| met2 | 0.48 | 1110 | 27 | 0.121 |
| met3 | 0.047 | 110 | 0 | 0.00114 |
| met4 | 0 | 0 | 0 | 0 |
| met5 | 0 | 0 | - | 0 |
[worst max-delay path: stages]
cell and delay [ns]:
clkdlybuf4s50_1 0.60, inv_1 0.07, ha_1 0.23, inv_1 0.06, ha_1 0.28, nor2b_1 0.12
or2_1 0.34, a221oi_2 0.72, or2_1 0.22, a21oi_1 0.07, a311o_1 0.35, a21oi_2 0.16
clkdlybuf4s50_1 0.48
[cell type report]
| class | instances | area [sq um] | area share |
|---|---|---|---|
| well taps | 46 | 57.6 | 0.0541 |
| repair buffers | 22 | 218 | 0.204 |
| multi-input cells | 111 | 763 | 0.717 |
| inverters | 7 | 26.3 | 0.0247 |
[kinds of logic (layout without fill, tap and decap cells)]
kind of cell,Yosys count,after routing,share of synthesized area
mux,2,2,0.0334
other cells,1,8,0.00385
compound gates,53,53,0.400
buf+inv,36,29,0.243
simple gates,40,40,0.225
fa+ha+maj,4,4,0.0514
xor+xnor,4,4,0.0437
Power figures rest on the tool's default switching activity, not on a simulated workload.
