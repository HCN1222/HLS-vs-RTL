===== /design/flow/design.v =====
`timescale 1ns / 1ps
module iir(clk,
           rst_n,
           x,
           y);
    input clk;
    input rst_n;
    input signed [31:0] x;
    output reg signed [31:0] y;
    reg signed [31:0] y1;
    reg signed [31:0] y2;
    reg signed [31:0] x1;
    reg signed [31:0] x2;
    always@(*)
    begin
        y = 6*x + (x1) + 2*(x2) - 4*(y1) - 3*(y2);
    end
    always@(posedge clk or negedge rst_n)
    begin
        if(~rst_n)
        begin
            y1 <= 0;
            y2 <= 0;
            x1 <= 0;
            x2 <= 0;
        end
        else
        begin
            y1 <= y;
            y2 <= y1;
            x1 <= x;
            x2 <= x1;
        end
    end
endmodule

===== /design/flow/run.sh =====
#!/bin/bash
# OpenROAD 26Q1-2900-gdf79404cd8, Yosys 0.63+post, stock flow scripts
make -C /OpenROAD-flow-scripts/flow DESIGN_CONFIG=/design/flow/config.mk WORK_HOME=/design/flow/orfs finish

===== /design/flow/config.mk =====
export PLATFORM = sky130hd
export DESIGN_NAME = iir
export DESIGN_NICKNAME = iir
export VERILOG_FILES = /design/flow/design.v
export SDC_FILE = /design/flow/constraint.sdc
export NUM_CORES = 4
export LEC_CHECK = 1
export CORE_UTILIZATION = 40

===== /design/flow/constraint.sdc =====
current_design iir

set clk_period 15.2
set clk_io_pct 0.2

create_clock -name clk0 -period $clk_period [get_ports {clk}]

set non_clock_inputs [all_inputs -no_clocks]
set_input_delay [expr $clk_period * $clk_io_pct] -clock clk0 $non_clock_inputs
set_output_delay [expr $clk_period * $clk_io_pct] -clock clk0 [all_outputs]

==> impl_metrics.tcl <==
# flow metrics
set metrics [dict create \
    status "completed" \
    clockBufferDepth 2 \
    min_from "y1[31]" \
    r2r_start "y2[2]" \
    cts.sinks 127 \
    arrival_ps 10210 \
    fillers 2180 \
    avgViaCountPerCell 4.68 \
    post_cts_resized 0 \
    grt_pass1_wl_mm 32.4 \
    synth-edff-count 0 \
    synth.top_cell.area_share_pct 31.9 \
    cap_violations 0 \
    topCellsByArea "dfrtp_1, fa_1, ha_1, inv_1, xnor2_1" \
    hold_viol 0 \
    critPathBufInv 4 \
    grt_max_degree 51 \
    fin_util_pct 47.6 \
    most_common_cell "inv_1" \
    post_route_cells_drive_above_1_share_pct 5.16 \
    drt_pre_antenna_iters 4 \
    core_sq_um 24400 \
    ctsHoldBuffers 0 \
    r2r_end "y1[28]" \
    final_max_slew_viol_count 0 \
    post_cts_buffers 0 \
    floorplanUtilization_pct 40.8 \
    hp-class "flop to flop" \
    cts_buffers 17 \
    grt_util_met3_pct 5.80 \
    use_met1_pct 26.7 \
    drt_iter0_drc 205 \
    yosys_area_sq_um 9950 \
    worstSkewPairLatency_ps 420 \
    cts.clk_slew.worst_paths_ps 50 \
    crit_family "AND-OR/OR-AND gates" \
    wire_per_inst_um 14.5 \
    htree_levels 4 \
    antenna_found_initial 0 \
    worstRegToRegCells 16 \
    synthTopCellsByCount "inv_1, dfrtp_1, ha_1" \
    routed-via-count 6045 \
    async_reset_ff_share_pct 100 \
    syn_avg_cell_area_sq_um 11.4 \
    ys_seq_elements 127 \
    synthFlopType "dfrtp_1" \
    first_global_vias 6516 \
    drt_wl_total_mm 18.8 \
    track_usage_pct 16.8 \
    top_usage_layer "met1" \
    synthDistinctLibCells 59 \
    critPathKind "input port to output port" \
    clock-skew-final_ps 13.3 \
    num_io_pins 66 \
    clock.fmax_mhz 75.5 \
    drcViolationCount 0 \
    slew_headroom_pct 58.3 \
    syn-instance-count 872 \
    std_cell_rows 57 \
    start_kind "input port" \
    die_y_um 160 \
    layoutNonFillerInstCount 1293 \
    gp_congestion 0.867 \
    crit_end "y[27]" \
    holdPathStages 0 \
    synth_seq_share_pct 31.9 \
    ys_cells 872 \
    ys_warn_count 1 \
    antenna_cells 0 \
    layout-area-overhead-vs-synth_pct 16.7 \
    path_max_fanout 5 \
    cp_slowest_cell "fa_1" \
    dieArea_sq_um 25500 \
    critPathLaunch "x[2]" \
    die_x_um 160 \
    worst_pin_slew_ps 626 \
    grt-ovfl-total 0 \
    largest_area_cell "dfrtp_1" \
    openroad.warnings 25 \
    use_met2_pct 24.3 \
    fin_tns_setup_ps 0 \
    detail-route-antenna-nets 0 \
    max_stage_delay_ps 520 \
    place_hpwl_mm 15.5 \
    cts_tree "yes" \
    netlist_area_sq_um 9950 \
    clockRootBuffer "clkbuf_16" \
    worstPathRequired_ps 12160 \
    post-route-min-period_ps 13250 \
    end_kind "output port" \
    min_period_over_period_pct 87.2 \
    setup_violations 0 \
    rsz0062_at_grt "false" \
    cp.depth 28 \
    post-place-cells 1261 \
    io_buffer_count 65 \
    r2r_setup_slack_ps 10330 \
]
[metrics by stage]
step           setup WS (ps)  hold slack (ps)  area (sq um)
2_1_floorplan           3700              331          9950
6_report                1950              348         11600
4_1_cts                 1900              350         11600
5_1_grt                 1530              363         11600
3_3_place_gp            2030              342         11000
3_5_place_dp            1940              337         11000
[kinds of logic after synthesis]
family	count (synthesis)	share of synthesized area (%)
AND-OR/OR-AND	150	11.0
buffers and inverters	204	7.70
multiplexers	2	0.201
AND/OR/NAND/NOR	82	4.12
flip-flops	127	31.9
adder cells (fa/ha/maj)	241	39.3
XOR/XNOR	66	5.81
[placed cells by master (no fill, tap or decap), drive strengths merged, types with 3 or more instances in the layout]
master,count
o21a,12
a211o,5
a211oi,6
nor2b,7
nor2,23
xnor2,52
o21bai,6
bufinv,3
clkinvlp,3
fa,119
ha,122
clkbuf,22
clkinv,4
inv,202
nand3,5
and3,5
o221ai,3
dfrtp,127
nand2,16
a21oi,42
nand4,6
a31oi,4
nor3,7
a221oi,3
o21ai,21
a21o,23
buf,3
xor2,14
clkdlybuf4s50,64
o211ai,4
[metal layers]
| layer | vias up | wire (um) |
|---|---|---|
| met5 | - | 0 |
| met4 | 0 | 237 |
| met3 | 14 | 1360 |
| met2 | 139 | 8170 |
| met1 | 2898 | 9030 |
| li1 | 2994 | - |
[state kept, by name (all words and copies together) (netlist names)]
register,count
y2,32
y1,32
x1,32
x2,31
[worst reg2reg max path: stages (launching register included)]
cell and delay, ps:
dfrtp_1 400, inv_1 120, fa_1 420, inv_1 80, fa_1 430, fa_1 490, inv_1 60, fa_1 470
ha_1 370, and3_1 220, a221oi_2 400, o21ai_2 150, o221ai_4 230, o21ai_2 160, a211o_2 320, a41o_1 260
xor2_1 200
[cell type report]
cell class                      count  area [sq um]  area share, %
Timing Repair Buffer               67           667           5.74
Clock buffer                       22           464           4.00
Inverter                          202           758           6.53
Multi-Input combinational cell    541          6010           51.7
Sequential cell                   127          3180           27.4
Clock inverter                     10           136           1.17
Tap cell                          324           405           3.49
[how the worst min path moves through the flow]
| stage | slack [ps] | end |
|---|---|---|
| 4_1_cts | 350 | y2[31] |
| 5_1_grt | 360 | y2[31] |
| 6_report | 350 | y2[31] |
