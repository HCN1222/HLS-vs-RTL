$ cat ./run.sh
#!/bin/bash
# OpenROAD 26Q1-2900-gdf79404cd8, Yosys 0.63+post, stock flow scripts
make -C /OpenROAD-flow-scripts/flow DESIGN_CONFIG=/design/flow/config.mk WORK_HOME=/design/flow/orfs finish
$ cat ./config.mk
export PLATFORM = sky130hd
export DESIGN_NAME = binary2bcd
export DESIGN_NICKNAME = binary2bcd
export VERILOG_FILES = /design/flow/design.v
export SDC_FILE = /design/flow/constraint.sdc
export NUM_CORES = 4
export LEC_CHECK = 1
export CORE_AREA = 10 10 99 99
export DIE_AREA = 0 0 109 109
$ cat ./constraint.sdc
current_design binary2bcd

set clk_period 16.9
set clk_io_pct 0.2

create_clock -name clk0 -period $clk_period

set non_clock_inputs [all_inputs -no_clocks]
set_input_delay [expr $clk_period * $clk_io_pct] -clock clk0 $non_clock_inputs
set_output_delay [expr $clk_period * $clk_io_pct] -clock clk0 [all_outputs]
$ cat ./design.v
`timescale 1ns / 1ps
module binary2bcd(binary_in,
                  bcd);
    input [13:0] binary_in;
    output reg [15:0] bcd;
    reg[13:0] binary;
    reg[13:0] binary_next;
    reg[3:0] bcd_0;
    reg[3:0] bcd_1;
    reg[3:0] bcd_2;
    reg[3:0] bcd_3;
    always @(*)
    begin
        binary = binary_in;
        binary_next = binary/10;
        bcd_0 = binary - binary_next*10;
        binary = binary_next;
        binary_next = binary/10;
        bcd_1 = binary - binary_next*10;
        binary = binary_next;
        binary_next = binary/10;
        bcd_2 = binary - binary_next*10;
        binary = binary_next;
        binary_next = binary/10;
        bcd_3 = binary - binary_next*10;
        bcd = {bcd_3,bcd_2,bcd_1,bcd_0};
    end
endmodule
==> tab_implementation.tex <==
% Generated from flow reports
\begin{tabular}{lr}
\hline
Metric & Value \\
\hline
\multicolumn{2}{l}{\textbf{Status}} \\
\quad Status & did not finish \\
\quad Fail Step & detailed placement (3\_5\_place\_dp) \\
\quad Stop err & [ERROR DPL-0036] Detailed placement failed. \\
\multicolumn{2}{l}{\textbf{Place}} \\
\quad Weighted congestion reported at the end of routability-driven placement & between 1 and 1.5 \\
\quad Count of input and output buffers & 30 \\
\multicolumn{2}{l}{\textbf{Yosys}} \\
\quad Post-synthesis cell type count & around 110 \\
\quad Cell type contributing the most total cell area after synthesis & nand2\_1 \\
\quad Synthesized area per cell & 6.580 um\^{}2 \\
\quad Total number of yosys warnings & 1 \\
\quad YS chip area & 0.005692 mm\^{}2 \\
\quad Yosys cell count & approximately 870 \\
\quad Post-synthesis cell area & between 0.005 and 0.006 mm\^{}2 \\
\quad Leading cell types by count after synthesis & nand2\_1 (80), nor2\_1 (58), a21oi\_1 (57) \\
\quad Post-synth area hogs & nand2\_1 (5.3\%), a21oi\_1 (5.0\%), o21ai\_0 (4.6\%), nor3\_1 (4.2\%), ha\_1 (4.2\%) \\
\quad Area share of the largest cell type after synthesis & 0.05276 \\
\quad Post-synthesis sequential area ratio & 0 \\
\quad Synthesized netlist cell count & slightly below 900 \\
\quad Dominant cell by count in the synthesized netlist & nand2\_1 \\
\multicolumn{2}{l}{\textbf{Floorplanning}} \\
\quad Initial cell density of the core & 0.7366 \\
\quad Standard-cell rows & 32 \\
\quad Height of the die & 109 um \\
\quad Number of I/O pins & 30 \\
\quad Die X & 109 um \\
\hline
\end{tabular}
[per-stage QoR]
stage,instances,TNS [ns],power (W)
global placement,1222,-1.549,0.001092
floorplan,865,-0.7407,0.0006497
[logic make-up after synthesis]
kind of cell,synth area share
compound gates,0.4335
xor+xnor,0.04309
fa+ha+maj,0.07210
buf+inv,0.07430
mux,0.03781
simple gates,0.3392
Power is estimated from default activity; no workload was simulated.
